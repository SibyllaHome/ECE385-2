File: /design/flow/design.v
package SLC3_2;
   parameter op_ADD = 4'b0001;  
   parameter op_AND = 4'b0101;
   parameter op_NOT = 4'b1001;
   parameter op_BR  = 4'b0000;
   parameter op_JMP = 4'b1100;
   parameter op_JSR = 4'b0100;
   parameter op_LDR = 4'b0110;
   parameter op_STR = 4'b0111;
   parameter op_PSE = 4'b1101;
   parameter NO_OP = 15'b0;    
   parameter R0 = 3'b000;       
   parameter R1 = 3'b001;
   parameter R2 = 3'b010;
   parameter R3 = 3'b011;
   parameter R4 = 3'b100;
   parameter R5 = 3'b101;
   parameter R6 = 3'b110;
   parameter R7 = 3'b111;
   parameter p   = 3'b001;      
   parameter z   = 3'b010;
   parameter zp  = 3'b011;
   parameter n   = 3'b100;
   parameter np  = 3'b101;
   parameter nz  = 3'b110;
   parameter nzp = 3'b111;
   parameter outHEX = -1;
   parameter inSW = -1;
   function [15:0] opCLR ( input [2:0] DR );
      opCLR[15:12] = op_AND;
      opCLR[11: 9] = DR;
      opCLR[ 8: 6] = DR;
      opCLR[ 5   ] = 1'b1;
      opCLR[ 4: 0] = 5'b0;
   endfunction
   function [15:0] opAND ( input [2:0] DR, SR1, SR2 );
      opAND[15:12] = op_AND;
      opAND[11: 9] = DR;
      opAND[ 8: 6] = SR1;
      opAND[ 5: 3] = 3'b0;
      opAND[ 2: 0] = SR2;
   endfunction
   function [15:0] opANDi ( input [2:0] DR, SR, integer imm5 );
      opANDi[15:12] = op_AND;
      opANDi[11: 9] = DR;
      opANDi[ 8: 6] = SR;
      opANDi[ 5   ] = 1'b1;
      opANDi[ 4: 0] = imm5[4:0];
   endfunction
   function [15:0] opADD ( input [2:0] DR, SR1, SR2 );
      opADD[15:12] = op_ADD;
      opADD[11: 9] = DR;
      opADD[ 8: 6] = SR1;
      opADD[ 5: 3] = 3'b0;
      opADD[ 2: 0] = SR2;
   endfunction
   function [15:0] opADDi ( input [2:0] DR, SR, integer imm5 );
      opADDi[15:12] = op_ADD;
      opADDi[11: 9] = DR;
      opADDi[ 8: 6] = SR;
      opADDi[ 5   ] = 1'b1;
      opADDi[ 4: 0] = imm5[4:0];
   endfunction
   function [15:0] opINC ( input [2:0] DR );
      opINC[15:12] = op_ADD;
      opINC[11: 9] = DR;
      opINC[ 8: 6] = DR;
      opINC[ 5   ] = 1'b1;
      opINC[ 4: 0] = 1;
   endfunction
   function [15:0] opDEC ( input [2:0] DR );
      opDEC[15:12] = op_ADD;
      opDEC[11: 9] = DR;
      opDEC[ 8: 6] = DR;
      opDEC[ 5   ] = 1'b1;
      opDEC[ 4: 0] = -1;
   endfunction
   function [15:0] opNOT ( input [2:0] DR, SR );
      opNOT[15:12] = op_NOT;
      opNOT[11: 9] = DR;
      opNOT[ 8: 6] = SR;
      opNOT[ 5: 0] = 5'b1;
   endfunction
   function [15:0] opBR ( input [2:0] condition, integer PCoffset9 );
      opBR[15:12] = op_BR;
      opBR[11: 9] = condition;
      opBR[ 8: 0] = PCoffset9[8:0];
   endfunction
   function [15:0] opJMP ( input [2:0] BaseR );
      opJMP[15:12] = op_JMP;
      opJMP[11: 9] = 3'b0;
      opJMP[ 8: 6] = BaseR;
      opJMP[ 5: 0] = 6'b0;
   endfunction
   function [15:0] opRET ( );
      opRET[15:12] = op_JMP;
      opRET[11: 9] = 3'b0;
      opRET[ 8: 6] = R7;
      opRET[ 5: 0] = 6'b0;
   endfunction
   function [15:0] opJSR ( input integer PCoffset11 );
      opJSR[15:12] = op_JSR;
      opJSR[11   ] = 1'b1;
      opJSR[10: 0] = PCoffset11[10:0];
   endfunction
   function [15:0] opLDR ( input [2:0] DR, BaseR, integer offset6 );
      opLDR[15:12] = op_LDR;
      opLDR[11: 9] = DR;
      opLDR[ 8: 6] = BaseR;
      opLDR[ 5: 0] = offset6[5:0];
   endfunction
   function [15:0] opSTR ( input [2:0] SR, BaseR, integer offset6 );
      opSTR[15:12] = op_STR;
      opSTR[11: 9] = SR;
      opSTR[ 8: 6] = BaseR;
      opSTR[ 5: 0] = offset6[5:0];
   endfunction
   function [15:0] opPSE ( input [11:0] ledVect12 );
      opPSE[15:12] = op_PSE;
      opPSE[11: 0] = ledVect12;
   endfunction
endpackage
module  ball ( input         Clk,                 
                             Reset,               
                             frame_clk,           
					input [7:0]   keycode,				  
               input [9:0]   DrawX, DrawY,        
               output logic  is_ball,              
					output [3:0]  LEDG
              );
    parameter [9:0] Ball_X_Center = 10'd320;   
    parameter [9:0] Ball_Y_Center = 10'd240;   
    parameter [9:0] Ball_X_Min = 10'd0;        
    parameter [9:0] Ball_X_Max = 10'd639;      
    parameter [9:0] Ball_Y_Min = 10'd0;        
    parameter [9:0] Ball_Y_Max = 10'd479;      
    parameter [9:0] Ball_X_Step = 10'd1;       
    parameter [9:0] Ball_Y_Step = 10'd1;       
    parameter [9:0] Ball_Size = 10'd4;         
    logic [9:0] Ball_X_Pos, Ball_X_Motion, Ball_Y_Pos, Ball_Y_Motion;
    logic [9:0] Ball_X_Pos_in, Ball_X_Motion_in, Ball_Y_Pos_in, Ball_Y_Motion_in;
    logic frame_clk_delayed, frame_clk_rising_edge;
    always_ff @ (posedge Clk) begin
        frame_clk_delayed <= frame_clk;
        frame_clk_rising_edge <= (frame_clk == 1'b1) && (frame_clk_delayed == 1'b0);
    end
    always_ff @ (posedge Clk)
    begin
        if (Reset)
        begin
            Ball_X_Pos <= Ball_X_Center;
            Ball_Y_Pos <= Ball_Y_Center;
            Ball_X_Motion <= 10'd0;
            Ball_Y_Motion <= Ball_Y_Step;
				LEDG[3:0] <= {4'b1111};
        end
        else
        begin
            Ball_X_Pos <= Ball_X_Pos_in;
            Ball_Y_Pos <= Ball_Y_Pos_in;
            Ball_X_Motion <= Ball_X_Motion_in;
            Ball_Y_Motion <= Ball_Y_Motion_in;
				if(Ball_X_Motion[9] == 1'b1)									 	  
					LEDG[3:0] <= {4'b0100};
				if(Ball_X_Motion[9] == 1'b0 && Ball_X_Motion != 10'b0) 										  
					LEDG[3:0] <= {4'b1000};
				if(Ball_Y_Motion[9] == 1'b1)										  
					LEDG[3:0] <= {4'b0001};
				if(Ball_Y_Motion[9] == 1'b0 && Ball_Y_Motion != 10'b0) 										  
					LEDG[3:0] <= {4'b0010};
        end
    end
    always_comb
    begin
        Ball_X_Pos_in = Ball_X_Pos;
        Ball_Y_Pos_in = Ball_Y_Pos;
        Ball_X_Motion_in = Ball_X_Motion;
        Ball_Y_Motion_in = Ball_Y_Motion;
        if (frame_clk_rising_edge)
        begin
            if( Ball_Y_Pos + Ball_Size >= Ball_Y_Max )  				 
					begin
					Ball_X_Motion_in = 10'b0;
					Ball_Y_Motion_in = (~(Ball_Y_Step) + 1'b1);   
					end
            else if ( Ball_Y_Pos <= Ball_Y_Min + Ball_Size ) 		 
               begin
					Ball_X_Motion_in = 10'b0;
					Ball_Y_Motion_in = Ball_Y_Step;
					end
				else if ( Ball_X_Pos + Ball_Size >= Ball_X_Max )		 
					begin
					Ball_Y_Motion_in = 10'b0;
					Ball_X_Motion_in = (~(Ball_X_Step) + 1'b1);   
					end
				else if ( Ball_X_Pos <= Ball_X_Min + Ball_Size )		 
					begin
					Ball_Y_Motion_in = 10'b0;
					Ball_X_Motion_in = Ball_X_Step;
					end
				else 
					begin
					if ( keycode == 8'h1A)
						begin
						Ball_X_Motion_in = 0;
						Ball_Y_Motion_in = (~(Ball_Y_Step) + 1'b1);  
						end
					else if ( keycode == 8'h16 )
						begin
						Ball_X_Motion_in = 0;
						Ball_Y_Motion_in = Ball_Y_Step;					 
						end
					else if ( keycode == 8'h04 )
						begin
						Ball_Y_Motion_in = 0;
						Ball_X_Motion_in = (~(Ball_X_Step) + 1'b1);	 
						end
					else if ( keycode == 8'h07 )
						begin
						Ball_Y_Motion_in = 0;
						Ball_X_Motion_in = Ball_X_Step;					 
						end
					end
            Ball_X_Pos_in = Ball_X_Pos + Ball_X_Motion;
            Ball_Y_Pos_in = Ball_Y_Pos + Ball_Y_Motion;
        end
    end
    int DistX, DistY, Size;
    assign DistX = DrawX - Ball_X_Pos;
    assign DistY = DrawY - Ball_Y_Pos;
    assign Size = Ball_Size;
    always_comb begin
        if ( ( DistX*DistX + DistY*DistY) <= (Size*Size) ) 
            is_ball = 1'b1;
        else
            is_ball = 1'b0;
    end
endmodule
File: /design/flow/run.sh
#!/bin/bash
# OpenROAD 26Q1-2900-gdf79404cd8, Yosys 0.63+post, stock flow scripts
make -C /OpenROAD-flow-scripts/flow DESIGN_CONFIG=/design/flow/config.mk WORK_HOME=/design/flow/orfs finish
File: /design/flow/config.mk
export PLATFORM = sky130hd
export DESIGN_NAME = ball
export DESIGN_NICKNAME = ball
export VERILOG_FILES = /design/flow/design.v
export SDC_FILE = /design/flow/constraint.sdc
export NUM_CORES = 4
export LEC_CHECK = 1
export CORE_UTILIZATION = 40
File: /design/flow/constraint.sdc
current_design ball

set clk_period 18.8
set clk_io_pct 0.2

create_clock -name clk0 -period $clk_period [get_ports {Clk}]

set non_clock_inputs [all_inputs -no_clocks]
set_input_delay [expr $clk_period * $clk_io_pct] -clock clk0 $non_clock_inputs
set_output_delay [expr $clk_period * $clk_io_pct] -clock clk0 [all_outputs]
==> out/results.ini <==
[setup_path]
cp-end-kind=output pin
critical_path_class=in -> out
slowest_stage=fa_1
r2r_cells=10
crit_buf_inv=10
path_common_cell=fa_1
worst_setup_path_start_kind=primary input
critPathMaxFanout=12
max_stage_delay_ns=0.61
crit_family=adder cells
required_ns=15.04
arrival_ns=13.16
path_depth=34

[hold_path]
holdPathStages=1
hp-class=reg -> reg

[sta]
rsz0062_at_grt=no
maxSlewHeadroom_pct=53.0
max_freq_mhz=59.1
period_minus_slack_ns=16.92
hold_viol_final=0
fin_ws_ns=1.88
clock_skew_ns=0.00457
fin_tns_setup_ns=0
slew_viol_final=0
setup_viol=0
worstMarginPinSlew_ns=0.703
post-route-period-util_pct=90.0

[route]
drtIter0Drc=348
antenna_cells=0
routed_wl_um=24000
via_per_inst=4.82
wl_per_cell_um=14.2
ant_nets=0
drcViolationCount=0
dr.pass1.iters=7
via_count=8172

[clocking]
cts_setup_buffers=0
path_clk_slew_ns=0.05
cts_root_buf=clkbuf_16
cts_hold_buf=0
ctsResizeCount=0
clkLatencyLatePin_ns=0.28
cts.path.max_buffers=2
cts_tree=done
cts.sinks=30
h-tree-depth=2
cts_buffers=5

[synthesis]
ys_sh_adder_pct=56.4
synth-main-ff-cell=dfxtp_1
ys_top_logic_family=adder cells
yosys.area_share.aoi_pct=10.1
synth_cell_types=78
ys_sh_mux_pct=0.880
ys_area_mm2=0.0115
syn_inst=1276
avgSynthCellArea_um2=9.03
synthSimpleGateAreaFrac_pct=11.3
yosysWarnings=6
synth-async-reset-ratio_pct=0
ys.flops=30
xor_share_pct=4.03
syn_area_mm2=0.0115
ys_cells=1276
postSynthSeqShare_pct=5.21
synth-edff-count=0

[cells_and_area]
final.fill_count=2777
syn_to_final_growth_pct=8.70
logic_area_mm2=0.00953
regArea_um2=601
drive_gt1_share_pct=3.87

[floorplan]
rows=61
die_w_um=172
die_h_um=172
ioPinCount=36
fp_util_pct=41.0
core_mm2=0.0281
die_area_mm2=0.0295

[place]
io_buffers=35
hpwl_um=21700
pre_cts_ws_ns=1.87
routabilityCongestion=0.969

[run]
maxCapViolations=0
tool_warnings=32

[grt]
grt_max_degree=29
grtUsageTotal_pct=18.6
grt_overflow_total=0
grt_pass1_vias=8074
grt_pass1_wl_um=40200
antenna_found_initial=0

[status]
outcome=finished clean

cells in the mapped netlist (3+ instances only):
cell type	number	area share [%]
nor3_1	14	0.61
o31ai_1	5	0.33
xor2_1	9	0.68
nand4b_1	3	0.23
clkinv_1	5	0.16
nand2_1	89	2.9
ha_1	126	14
fa_1	246	43
a21o_1	20	1.3
clkbuf_1	8	0.26
a211oi_1	6	0.39
a31oi_1	10	0.54
nand4_1	4	0.22
nor4_1	7	0.38
a21oi_1	32	1.4
a21boi_0	3	0.20
and2_1	4	0.22
o21bai_1	3	0.20
a211o_1	5	0.38
o21ai_0	19	0.83
o21a_1	6	0.39
inv_1	340	11
o21ai_1	6	0.26
o211ai_1	7	0.46
xnor2_1	39	3.0
inv_2	4	0.13
dfxtp_1	30	5.2
buf_2	4	0.17
nor2b_1	15	0.81
nand2b_1	16	0.87
o2111ai_1	3	0.23
nand3_1	11	0.48
or2_2	3	0.16
mux2i_1	9	0.78
nor2_1	111	3.6
worst reg2reg max path, cell delays in order, from the launching register on:
cell,delay (ns)
dfxtp_1,0.70
inv_1,0.28
fa_1,0.47
nor2b_1,0.16
o21ai_0,0.11
a21boi_0,0.26
o21ai_0,0.11
nand2b_1,0.12
a31oi_1,0.10
mux2_2,0.28
a21oi_1,0.13
area by class of cell:
type	count	area share, %
clock buffers	5	0.999
clock inverters	2	0.0799
inverters	349	10.5
multi-input cells	881	76.1
flip-flops and latches	30	4.80
well taps	378	3.78
repair buffers	51	3.76
sequential cells by signal, indices dropped and copies added, names as in the netlist:
signal and cells:
Ball_X_Pos 10, Ball_Y_Pos 10, LEDG 4, Ball_X_Motion 2, Ball_Y_Motion 2, frame_clk_delayed 1
frame_clk_rising_edge 1
path summary, 6_finish.rpt:
kind / slack (ns) / endpoint / from
hold reg to reg: 0.38 / frame_clk_rising_edge / frame_clk_delayed
setup / recovery: 1.88 / is_ball / DrawY[0]
hold / removal: 0.38 / frame_clk_rising_edge / frame_clk_delayed
setup reg to reg: 16.01 / Ball_Y_Pos[8] / Ball_Y_Motion[8]
cells by family after synthesis:
group                      Yosys count
DFF                                 30
xor gates and xnor gates            50
AOI/OAI and AO/OA                  160
and+or+nand+nor                    289
buffers and inverters              365
adders and majority gates          372
muxes                               10
layout by cell type (no fill, tap or decap), drive strengths merged, types with 26 or more instances in the layout:
cell type / n
dfxtp: 30
o21ai: 26
fa: 246
ha: 126
inv: 344
a21oi: 33
nor2: 111
xnor2: 40
nand2: 89
clkdlybuf4s50: 35
per-stage QoR:
stage | util, % | hold WS, ns | cell area (um2) | instances
5_1_grt | 44.6 | 0.399 | 12500 | 1696
3_3_place_gp | 44.1 | 0.369 | 12400 | 1689
3_5_place_dp | 44.1 | 0.378 | 12400 | 1689
4_1_cts | 44.6 | 0.386 | 12500 | 1696
2_1_floorplan | - | 0.367 | 11500 | 1276
6_report | 44.6 | 0.383 | 12500 | 1696
per-layer routing:
layer / GRT usage (%) / wire length, um
met2: 27.9 / 11400
met3: 5.88 / 1820
met5: 0 / 0
met1: 28.7 / 10700
met4: 0.854 / 136
